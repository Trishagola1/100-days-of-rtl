==> design.v <==
`timescale 1ns / 1ps
module piso(serial_out,clk,d_in,load);
  output reg serial_out;
  input clk;
  input load;
  input [3:0] d_in;
  reg [3:0] q;
  initial
    q=4'b0;
  always @( posedge clk)
    begin
      if(load)
        q<=d_in;
      else
        begin
          q[3]<=d_in[0];
          q[2]<=q[3];
          q[1]<=q[2];
          q[0]<=q[1];
          serial_out=q[0];
        end      
    end
endmodule
==> run.sh <==
#!/bin/bash
# OpenROAD 26Q1-2900-gdf79404cd8, Yosys 0.63+post, stock flow scripts
make -C /OpenROAD-flow-scripts/flow DESIGN_CONFIG=/design/flow/config.mk WORK_HOME=/design/flow/orfs finish
==> config.mk <==
export PLATFORM = sky130hd
export DESIGN_NAME = piso
export DESIGN_NICKNAME = piso
export VERILOG_FILES = /design/flow/design.v
export SDC_FILE = /design/flow/constraint.sdc
export NUM_CORES = 4
export LEC_CHECK = 1
export CORE_AREA = 10 10 70 70
export DIE_AREA = 0 0 80 80
==> constraint.sdc <==
current_design piso

set clk_period 1.4
set clk_io_pct 0.2

create_clock -name clk0 -period $clk_period [get_ports {clk}]

set non_clock_inputs [all_inputs -no_clocks]
set_input_delay [expr $clk_period * $clk_io_pct] -clock clk0 $non_clock_inputs
set_output_delay [expr $clk_period * $clk_io_pct] -clock clk0 [all_outputs]
==> impl_metrics.json <==
{
  "crit_arrival_ns": 1.01,
  "core_um2": 3420,
  "ys.flops": 5,
  "overflow": 0,
  "cts_tree": "done",
  "chipArea_um2": 6400,
  "grt_pass1_wl_um": 572,
  "cpMaxStageDelayCell": "clkdlybuf4s50_1",
  "critPathTopFamily": "buffers and inverters",
  "rsz0062_at_grt": "false",
  "numClockSinks": 5,
  "drt_iter0_markers": 10,
  "ys_types": 4,
  "fp_util_pct": 4.65,
  "warning_count": 25,
  "period_used_pct": 91.8,
  "vias": 110,
  "post_cts_buffers": 0,
  "post_cts_resize_count": 0,
  "worstPathRequired_ns": 1.12,
  "synthesis.area_um2": 159,
  "wirelength_um": 366,
  "ys_cells": 10,
  "yosysSeqAreaShare_pct": 69.3,
  "io_pins": 7,
  "hp-start": "q[0]$_DFF_P_",
  "ant_nets": 0,
  "yosys_warnings": 1,
  "setup_viol": 0,
  "worstPathCellList": "clkdlybuf4s50_1",
  "crit_start": "serial_out$_DFFE_PN_",
  "max_freq_mhz": 778,
  "cp_max_fo": 1,
  "postCtsHoldBufs": 0,
  "track_usage_pct": 1.30,
  "power_density_nw_per_um2": 1190,
  "power_leakage_uw": 0.000103,
  "worst_slew_pin_slew_ns": 0.208,
  "drc": 0,
  "fin_skew_ns": 0.00196,
  "layout_min_cycle_time_ns": 1.29,
  "die_h_um": 80,
  "critPathKind": "reg -> out",
  "drive_gt1_share_pct": 35.0,
  "crit_buf_inv": 1,
  "maxSlewHeadroom_pct": 86.1,
  "clockBufferDepth": 2,
  "startpoint_type": "flip-flop",
  "holdWs_ns": 0.398,
  "reg2reg_from": "q[2]$_DFF_P_",
  "syn_inst": 10,
  "grt_start_max_net_pins": 6,
  "hold_viol": 0,
  "globalplace.congestion": 0.562,
  "clkTransAtPathRegs_ns": 0.04,
  "status": "finished clean",
  "yosys_area_um2": 159,
  "syn2layout_area_growth_pct": 90.6,
  "clk_latency_ns": 0.24,
  "num_antenna_cells": 0,
  "vias_per_cell": 1.67,
  "slew_violations": 0,
  "portBuffers": 6,
  "cts-root-buf": "clkbuf_4",
  "avgSynthCellArea_um2": 15.9,
  "max_cap_violations": 0,
  "rows": 21,
  "htree_levels": 1,
  "routedWlPerCell_um": 5.55,
  "grt_pass1_vias": 127,
  "dp_hpwl_um": 308,
  "irDropWorstVdd_mv": 0.165,
  "fp.dieW_um": 80,
  "cpPeakStageDelay_ns": 0.46,
  "min_path_type": "reg -> reg",
  "fin_setup_tns_ns": 0,
  "cts_buffers": 3,
  "end_kind": "primary output",
  "drt_first_pass_iters": 2,
  "antenna_found_initial": 0
}
-- layout by cell type (no fill, tap or decap) --
master           n
clkbuf_4         3
inv_1            1
clkdlybuf4s50_1  6
mux2_2           4
dfxtp_1          4
clkbuf_1         1
edfxtp_1         1
-- synth_stat cells (all sizes together) --
| cell | instances | share of area [%] |
|---|---|---|
| dfxtp | 4 | 50 |
| edfxtp | 1 | 19 |
| inv | 1 | 2.4 |
| mux2 | 4 | 28 |
-- final timing paths --
kind,endpoint,slack (ns),cells past startpoint
max reg2reg,q[1]$_DFF_P_,0.75,1
min reg2reg,serial_out$_DFFE_PN_,0.40,0
max,serial_out,0.11,1
min,serial_out$_DFFE_PN_,0.40,0
-- flip-flops by register name, indices dropped and copies added, names as in the netlist --
signal / cells
serial_out: 1
q: 4
-- power breakdown --
| part | switching (uW) | internal, uW |
|---|---|---|
| combinational | 7.33 | 25.0 |
| sequential | 2.52 | 161 |
| clock | 55.5 | 107 |
| total | 65.3 | 294 |
-- final cells by class --
cell class,instances,area (um2)
clock buffers,4,26.3
fillers,403,3110
inverters,1,3.75
multi-input cells,4,45.0
flip-flops and latches,5,110
well taps,46,57.6
repair buffers,6,60.1
-- metrics by stage --
| step | setup WS, ns | instances | total power [uW] | utilization (%) | area, um2 |
|---|---|---|---|---|---|
| 5_1_grt | 0.0602 | 66 | 386 | 8.86 | 303 |
| 3_5_place_dp | 0.0600 | 62 | 199 | 8.10 | 277 |
| 6_report | 0.114 | 66 | 359 | 8.86 | 303 |
| 3_3_place_gp | 0.0772 | 62 | 198 | 8.10 | 277 |
| 2_1_floorplan | 0.704 | 10 | 177 | - | 159 |
| 4_1_cts | 0.0945 | 66 | 368 | 8.86 | 303 |
-- metal layers --
layer | part of all wire (%) | global-route usage [%] | vias up
met3 | 23 | 2.05 | 2
met2 | 43 | 1.61 | 8
met1 | 30 | 0.935 | 46
met4 | 3.0 | 0.704 | 0
li1 | - | - | 54
met5 | 0 | 0 | -
-- cells by family (layout without fill, tap and decap cells) --
family,after synthesis,count (layout),synth area share (%)
flops,5,5,69.3
mux,4,4,28.3
buf+inv,1,11,2.36
Power figures rest on the tool's default switching activity, not on a simulated workload.
