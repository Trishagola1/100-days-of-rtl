$ cat ./run.sh
#!/bin/bash
# OpenROAD 26Q1-2900-gdf79404cd8, Yosys 0.63+post, stock flow scripts
make -C /OpenROAD-flow-scripts/flow DESIGN_CONFIG=/design/flow/config.mk WORK_HOME=/design/flow/orfs finish
$ cat ./design.v
`timescale 1ns / 1ps
module Decoder(A,Z );
input[3:0]A;
output reg[15:0]Z;
   always @ (A)begin  
    case (A)  
        4'b0000: Z= 16'b0000000000000001;  
        4'b0001: Z= 16'b0000000000000010; 
        4'b0010: Z= 16'b0000000000000100; 
        4'b0011: Z= 16'b0000000000001000; 
        4'b0100: Z= 16'b0000000000010000; 
        4'b0101: Z= 16'b0000000000100000; 
        4'b0110: Z= 16'b0000000001000000; 
        4'b0111: Z= 16'b0000000010000000; 
        4'b1000: Z= 16'b0000000100000000; 
        4'b1001: Z= 16'b0000001000000000; 
        4'b1010: Z= 16'b0000010000000000; 
        4'b1011: Z= 16'b0000100000000000; 
        4'b1100: Z= 16'b0001000000000000; 
        4'b1101: Z= 16'b0010000000000000; 
        4'b1110: Z= 16'b0100000000000000; 
        4'b1111: Z= 16'b1000000000000000; 
        default: Z= 16'bxxxxxxxxxxxxxxxx; 
        endcase
   end
endmodule
$ cat ./config.mk
export PLATFORM = sky130hd
export DESIGN_NAME = Decoder
export DESIGN_NICKNAME = Decoder
export VERILOG_FILES = /design/flow/design.v
export SDC_FILE = /design/flow/constraint.sdc
export NUM_CORES = 4
export LEC_CHECK = 1
export CORE_AREA = 10 10 70 70
export DIE_AREA = 0 0 80 80
$ cat ./constraint.sdc
current_design Decoder

set clk_period 1.0
set clk_io_pct 0.2

create_clock -name clk0 -period $clk_period

set non_clock_inputs [all_inputs -no_clocks]
set_input_delay [expr $clk_period * $clk_io_pct] -clock clk0 $non_clock_inputs
set_output_delay [expr $clk_period * $clk_io_pct] -clock clk0 [all_outputs]
==> results_slide.txt <==
Key Metrics from the Run

Run status
  • Status: finished, violations left
  • Failing checks: setup timing

Hold path
  • Hold crit path type: input pin to output port
  • Hold depth: 4

Synthesis
  • XORs/XNORs by Area: 0%
  • Seq/Total Area, Yosys: 0%
  • Synth Area in Adders: 0%
  • Syn Area/Cell: roughly 11 µm²
  • Yosys chip area: 226 µm²
  • Top non-seq family: simple AND/OR/NAND/NOR gates
  • Simple-gate share of the synthesized area: 86.7%
  • Complex Gates by Area: 0%
  • Post-Syn Instances: 20
  • Cell count listed in synth_stat.txt: 20
  • Mux area share: 0%
  • Post-synthesis instance area: between 200 and 250 µm²
  • Distinct cells, synth: 6
  • YS warnings: 1

Layout
  • Comb area: between 200 and 250 µm²
  • Fin util: about a fifth
  • Layout cells sized above 1: just over 90%
  • Flop count: 0
  • Seq. cell area: 0 µm²
  • Layout clock buffers: 0
  • Design Area, Final: ~700 µm²
  • # fillers: roughly 370
  • Synth-to-Final Area Change: 212%

Route
  • DR iter-0 viols: 5
  • DRC: 0
  • DR WL/cell: 13.9 µm
  • Vias per inst: between 3 and 4
  • Final ANT Viol Nets: 0
  • ANT cells: 0
  • Final wirelength: between 1000 and 1500 µm
  • Vias post-DR: around 360
  • DRT Pass-1 Iters: 3

Global route
  • Initial antenna violation count: 0
  • First-pass GRT wire length: just over 2000 µm
  • Grt total ovfl: 0
  • Largest net degree at the start of global routing: 8
  • Vias in the first global route: around 360
  • Total track usage: around 4%

Power and ir drop
  • Worst VDD drop: ~0.00013 V
  • Lkg Pwr: around 0.34 nW
  • Final Power: approximately 0.00024 W
  • PwrDens: approximately 350 mW/mm²

Critical path
  • Critical Path RT: about 0.80 ns
  • Crit path launch type: input pin
  • Critical path type: input pin to output port
  • WP data arrival: approximately 0.95 ns
  • Crit end category: output port
  • Maximum net fanout on the critical path: 7

Timing
  • Final Hold Fails: 0
  • RSZ-0062 raised after global routing: true
  • Worst Max-Slew Pin Slew: around 0.20 ns
  • Min Tclk post-route: about 1.1 ns
  • Slew HR: 86.9%
  • Total negative slack: -1.05 ns
  • Final WS setup: -0.149 ns
  • Fmax: between 800 and 900 MHz
  • Count of pins over their slew limit: 0
  • Final period util: 115%
  • Final setup violation count: 13

Placement
  • Count of input and output buffers: 20
  • Post-DP HPWL: approximately 660 µm
  • Placer congestion estimate: just under 0.7
  • Placed inst area: about 510 µm²

Floorplan
  • DIE WIDTH: around 80 µm
  • Die Y: roughly 80 µm
  • Core Util at FP: ~6.6%
  • Core area: 0.00342 mm²
  • # rows: 21
  • I/O pins: 20
  • Chip Area: 0.00640 mm²

CTS
  • # hold bufs at CTS: 0

Run
  • Max_cap viols: 0
  • Tool Warnings: 34
[worst max-delay path: stages]
cell     delay (ns)
buf_12         0.11
buf_16         0.13
buf_6          0.11
nor4b_4        0.26
buf_2          0.14
[metal layers]
layer / vias to the layer above / routed length (µm) / global-route usage, %
met2: 20 / 487 / 4.65
met4: 0 / 0 / 0
li1: 163 / - / -
met5: - / 0 / 0
met3: 0 / 125 / 1.14
met1: 179 / 810 / 6.92
[cells by family (layout without fill, tap and decap cells)]
kind of cell | count (synthesis) | after routing
buffers and inverters | 4 | 40
and+or+nand+nor | 16 | 16
[metrics by stage]
stage / hold WS [ns] / cells / setup WS (ns)
global route: 0.771 / 102 / -0.180
detailed placement: 1.50 / 86 / -0.814
finish: 0.755 / 102 / -0.149
floorplan: 0.541 / 20 / 0.250
global placement: 1.50 / 86 / -0.789
CTS: 0.750 / 101 / -0.135
[worst paths after layout]
| path | slack, ns | from | endpoint |
|---|---|---|---|
| setup / recovery | -0.15 | A[3] | Z[2] |
| hold / removal | 0.75 | A[3] | Z[1] |
[cell type report]
class | instances | area share, %
multi-input combinational | 16 | 34.0
tap | 46 | 8.14
timing repair buffer | 40 | 57.9
[cells in the mapped netlist]
cell type | number | area [µm²]
and4_1 | 1 | 8.76
nor4b_2 | 4 | 60.1
and4bb_2 | 6 | 75.1
nor4_2 | 1 | 12.5
buf_4 | 4 | 30.0
and4b_1 | 4 | 40.0
[placed cells by master, fill, tap and decap left out]
cell type	n
buf_6	13
and4bb_2	6
nor4_4	1
buf_16	2
and4_1	1
buf_8	3
buf_2	16
buf_12	3
buf_4	3
and4b_1	4
nor4b_4	4
[repair_timing]
action	4_1_cts	5_1_grt
pin swaps	13	8
endpoints found under the setup margin	16	13
gates resized	88	9
buffers inserted	11	1
gates cloned	4	0
[power breakdown]
part	leakage, nW	switching, W	internal [W]
clock	0	0	0
combinational	0.339	0.0000870	0.000158
sequential	0	0	0
total	0.339	0.0000870	0.000158
Power figures rest on the tool's default switching activity, not on a simulated workload.
